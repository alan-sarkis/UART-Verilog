File: ./design.v
module top(
    input clk,
    input start,
    input [7:0] txin,
    output reg tx,
    input rx,
    output [7:0] rxout,
    output rxdone, txdone
);
parameter clk_value = 100_000;
parameter baud = 9600;
parameter wait_count = clk_value / baud;
reg trigger = 0;
integer count = 0;
parameter idle = 0, send = 1, check = 2;
reg [1:0] state = idle;
always@(posedge clk)begin
    if(state == idle)begin
        count <= 0;
    end
    else begin
        if (count == wait_count)begin
            trigger <= 1'b1;
            count <= 0;
        end
        else begin
            count <= count + 1;
            trigger <= 1'b0;
        end
    end
end
reg [9:0] txData;  
integer bitIndex = 0;
reg [9:0] shifttx = 0;
always@(posedge clk)begin
    case(state)
    idle:
        begin
            tx        <= 1'b1;
            txData    <= 0;
            bitIndex  <= 0;
            shifttx   <= 0;
            if(start == 1'b1)begin
                txData <= {1'b1, txin, 1'b0};
                state <= send;
            end
            else begin
                state <= idle;
            end
        end
    send:
        begin
            tx <= txData[bitIndex];
            state <= check;
            shifttx <= {txData[bitIndex], shifttx[9:1]};
        end
    check: 
        begin
            if(bitIndex <= 9)begin
                if(trigger == 1)begin
                    state <= send;
                    bitIndex <= bitIndex + 1;
                end
            end
            else begin
                state <= idle;
                bitIndex <= 0;
            end
        end
    default: state <= idle;
    endcase
end
assign txdone = (bitIndex == 9 && trigger == 1'b1) ? 1'b1 : 1'b0;
integer rcount = 0;
integer rindex = 0;
parameter ridle = 0, rwait = 1, recv = 2, rcheck = 3;
reg [1:0] rstate;
reg [9:0] rxdata;
always@(posedge clk)begin
    case(rstate)
    ridle:
        begin
            rxdata <= 0;
            rindex <= 0;
            rcount <= 0;
            if(rx == 1'b0)
                rstate <= rwait;
            else
                rstate <= ridle;
        end
    rwait:
        begin
            if(rcount < wait_count / 2)begin
                rcount <= rcount + 1;
                rstate <= rwait;
            end
            else begin
                rcount <= 0;
                rstate <= recv;
                rxdata <= {rx, rxdata[9:1]};
            end
        end
    recv:
        begin
            if(rindex <= 9)begin
                if(trigger == 1'b1)begin
                    rindex <= rindex + 1;
                    rstate <= rwait;
                end
            end
            else begin
                rstate <= ridle;
                rindex <= 0;
            end
        end
    default: rstate <= ridle;
    endcase
end
assign rxout = rxdata[8:1];
assign rxdone = (rindex == 9 && trigger == 1'b1) ? 1'b1 : 1'b0;
endmodule
File: ./constraint.sdc
current_design top

set clk_period 6.9
set clk_io_pct 0.2

create_clock -name clk0 -period $clk_period [get_ports {clk}]

set non_clock_inputs [all_inputs -no_clocks]
set_input_delay [expr $clk_period * $clk_io_pct] -clock clk0 $non_clock_inputs
set_output_delay [expr $clk_period * $clk_io_pct] -clock clk0 [all_outputs]
File: ./run.sh
#!/bin/bash
# OpenROAD 26Q1-2900-gdf79404cd8, Yosys 0.63+post, stock flow scripts
make -C /OpenROAD-flow-scripts/flow DESIGN_CONFIG=/design/flow/config.mk WORK_HOME=/design/flow/orfs finish
File: ./config.mk
export PLATFORM = sky130hd
export DESIGN_NAME = top
export DESIGN_NICKNAME = top
export VERILOG_FILES = /design/flow/design.v
export SDC_FILE = /design/flow/constraint.sdc
export NUM_CORES = 4
export LEC_CHECK = 1
export CORE_UTILIZATION = 50
==> impl_metrics.xml <==
<?xml version="1.0" encoding="UTF-8"?>
<metrics>
  <group name="status">
    <metric name="outcome" unit="">completed</metric>
  </group>
  <group name="power">
    <metric name="total_switching_power" unit="mW">1.10</metric>
    <metric name="total_power" unit="mW">3.40</metric>
    <metric name="switching_share" unit="%">32.4</metric>
    <metric name="clkPwrFrac" unit="%">27.0</metric>
    <metric name="power_per_cell_area" unit="nW/um^2">381</metric>
    <metric name="vdd.ir_drop.worst" unit="mV">0.233</metric>
    <metric name="leakage" unit="nW">2.96</metric>
    <metric name="power_frac_seq" unit="%">51.7</metric>
    <metric name="internal-power" unit="mW">2.30</metric>
    <metric name="power.combinational.fraction" unit="%">21.4</metric>
  </group>
  <group name="floorplan">
    <metric name="total_number_of_placement_rows" unit="">45</metric>
    <metric name="placeableCoreArea" unit="sq um">15300</metric>
    <metric name="chip_area" unit="sq um">16300</metric>
    <metric name="die_y" unit="um">128</metric>
    <metric name="floorplan.die.width" unit="um">128</metric>
    <metric name="initCoreUtil" unit="%">51.7</metric>
    <metric name="num_io_pins" unit="">22</metric>
  </group>
  <group name="worst_setup_path">
    <metric name="crit_path_top_delay_cell" unit="">sky130_fd_sc_hd__clkdlybuf4s50_1</metric>
    <metric name="path_max_fanout" unit="">5</metric>
    <metric name="required" unit="ps">5520</metric>
    <metric name="timing_worst_setup_path_type" unit="">flip-flop to output port</metric>
    <metric name="worst_path_largest_cell_delay" unit="ps">530</metric>
    <metric name="cells_along_the_critical_path" unit="">nor4_1, nand4_1, nor3_1, clkdlybuf4s50_1</metric>
    <metric name="reg2reg_setup_slack" unit="ps">4010</metric>
    <metric name="setup.worst_path.start_class" unit="">flip-flop</metric>
    <metric name="arrival" unit="ps">2300</metric>
    <metric name="end_kind" unit="">output port</metric>
  </group>
  <group name="sta">
    <metric name="final-hold-violation-count" unit="">0</metric>
    <metric name="final.hold.worst_slack" unit="ps">504</metric>
    <metric name="setup_total_negative_slack" unit="ps">0</metric>
    <metric name="worst_slew_margin_rel" unit="%">41.5</metric>
    <metric name="fin_worst_skew" unit="ps">5.23</metric>
    <metric name="final_period_minus_worst_setup_slack" unit="ps">3680</metric>
    <metric name="timing_max_transition_violations_final" unit="">0</metric>
    <metric name="setup_viol" unit="">0</metric>
    <metric name="grt_setup_unrepaired" unit="">false</metric>
    <metric name="timing.fmax" unit="MHz">272</metric>
    <metric name="period_used_share" unit="%">53.3</metric>
    <metric name="worstMarginPinSlew" unit="ps">874</metric>
  </group>
  <group name="grt">
    <metric name="grt_pass1_wl" unit="um">24500</metric>
    <metric name="globalRouteTotalUtil" unit="%">19.6</metric>
    <metric name="first_global_vias" unit="">5285</metric>
    <metric name="largest_net_degree_at_the_start_of_global_routing" unit="">35</metric>
    <metric name="grt_remaining_overflow" unit="">0</metric>
    <metric name="antenna_found_initial" unit="">0</metric>
  </group>
  <group name="synth">
    <metric name="enable_flop_cells" unit="">120</metric>
    <metric name="synth_flops" unit="">152</metric>
    <metric name="main_synth_ff_type" unit="">sky130_fd_sc_hd__edfxtp_1</metric>
    <metric name="synth-seq-area-share" unit="%">53.6</metric>
    <metric name="synth_instances" unit="">767</metric>
    <metric name="synth_area_per_cell" unit="sq um">10.3</metric>
    <metric name="yosys_area" unit="sq um">7920</metric>
    <metric name="post_synth_num_cell_types" unit="">49</metric>
    <metric name="synth-async-reset-ratio" unit="%">0</metric>
    <metric name="ys_cells" unit="">767</metric>
    <metric name="yosysWarnings" unit="">1</metric>
    <metric name="synthesis.area" unit="sq um">7920</metric>
  </group>
  <group name="hold_path">
    <metric name="min_path_type" unit="">flip-flop to flip-flop</metric>
  </group>
  <group name="place">
    <metric name="io_buffer_count" unit="">21</metric>
    <metric name="dp_hpwl" unit="um">9080</metric>
    <metric name="routabilityCongestion" unit="">0.823</metric>
  </group>
  <group name="cts">
    <metric name="clock.latency.late_pin" unit="ps">410</metric>
    <metric name="cts.repair.resized" unit="">0</metric>
    <metric name="post-cts-setup-buffer-count" unit="">0</metric>
    <metric name="tritoncts.num_buffers" unit="">17</metric>
    <metric name="h-tree-depth" unit="">4</metric>
    <metric name="tritoncts_clock_tree" unit="">yes</metric>
    <metric name="clkSlewWorstSetupHoldPaths" unit="ps">60</metric>
    <metric name="clk_path_buf_depth" unit="">2</metric>
    <metric name="cts_hold_repair.buffers" unit="">0</metric>
    <metric name="cts_root_buffer" unit="">sky130_fd_sc_hd__clkbuf_16</metric>
    <metric name="cts_num_sinks" unit="">152</metric>
  </group>
  <group name="run">
    <metric name="stage_log_warnings" unit="">31</metric>
    <metric name="max_cap_viol_count" unit="">0</metric>
  </group>
  <group name="detailed_routing">
    <metric name="post_drt_wl_per_cell" unit="um">13.9</metric>
    <metric name="drt_drc_violations_left" unit="">0</metric>
    <metric name="drt_pre_antenna_iters" unit="">5</metric>
    <metric name="vias_per_cell" unit="">5.42</metric>
    <metric name="route.final.wire_length" unit="um">14000</metric>
    <metric name="drtIter0Drc" unit="">362</metric>
    <metric name="dr_vias" unit="">5465</metric>
    <metric name="drt.antenna.violating_nets" unit="">0</metric>
    <metric name="route.antenna.diode_count" unit="">0</metric>
  </group>
  <group name="cells_and_area">
    <metric name="seqCellArea" unit="sq um">4240</metric>
    <metric name="drive_above_1_share" unit="%">6.40</metric>
    <metric name="gate_area" unit="sq um">3430</metric>
    <metric name="fill_cells" unit="">1237</metric>
    <metric name="areaGrowthSynthToFinish" unit="%">12.6</metric>
  </group>
</metrics>
routing by layer:
metal | GRT usage, % | vias up | part of all wire, %
met1 | 32.7 | 2572 | 49
met4 | 1.80 | 0 | 0.82
met2 | 29.0 | 111 | 45
met3 | 5.06 | 9 | 4.6
li1 | - | 2773 | -
met5 | 0 | - | 0
sequential cells by signal, summed over array words and instances, names as in the netlist:
name	count
bitIndex	32
trigger	1
rstate	2
txData	9
rxdata	9
tx	1
count	32
rindex	32
state	2
rcount	32
synth_stat cells (3+ instances only):
library cell,number,area share (%)
sky130_fd_sc_hd__xor2_1,73,8.1
sky130_fd_sc_hd__and3_1,21,1.7
sky130_fd_sc_hd__nor3_1,20,1.3
sky130_fd_sc_hd__nor2_1,142,6.7
sky130_fd_sc_hd__a31oi_1,3,0.24
sky130_fd_sc_hd__and2_1,23,1.8
sky130_fd_sc_hd__o21ai_0,5,0.32
sky130_fd_sc_hd__or3_1,5,0.40
sky130_fd_sc_hd__edfxtp_1,120,46
sky130_fd_sc_hd__a21oi_1,8,0.51
sky130_fd_sc_hd__nor4_1,31,2.5
sky130_fd_sc_hd__clkbuf_1,22,1.0
sky130_fd_sc_hd__inv_1,21,1.0
sky130_fd_sc_hd__nand2_1,41,1.9
sky130_fd_sc_hd__nand3_1,48,3.0
sky130_fd_sc_hd__ha_1,10,1.6
sky130_fd_sc_hd__or4_1,3,0.28
sky130_fd_sc_hd__nand4_1,44,3.5
sky130_fd_sc_hd__nand4b_1,5,0.55
sky130_fd_sc_hd__and4_2,3,0.38
sky130_fd_sc_hd__buf_4,8,0.76
sky130_fd_sc_hd__xnor2_1,40,4.4
sky130_fd_sc_hd__dfxtp_1,32,8.1
sky130_fd_sc_hd__and4_1,6,0.66
power groups by stage:
stage | clock, mW | combinational, mW | sequential, mW
finish | 0.915 | 0.725 | 1.76
global route | 0.978 | 0.825 | 1.81
CTS | 0.939 | 0.740 | 1.76
layout make-up:
cell class | instances | area share [%]
sequential | 152 | 47.6
multi-input combinational | 558 | 38.5
clock buffer | 23 | 5.14
timing repair buffer | 34 | 3.46
tap | 211 | 2.96
clock inverter | 9 | 1.39
inverter | 21 | 0.885
logic make-up (layout without fill, tap and decap cells):
group | Yosys count | count (layout) | synth area share (%)
adder cells (fa/ha/maj) | 10 | 10 | 1.58
AND-OR/OR-AND | 27 | 27 | 2.15
flip-flops | 152 | 152 | 53.6
buffers and inverters | 57 | 87 | 3.45
AND/OR/NAND/NOR | 405 | 405 | 26.1
multiplexers | 3 | 3 | 0.553
XOR/XNOR | 113 | 113 | 12.5
worst paths after layout:
check                                  from           end  depth (start not counted)
worst min register to register     count[0]      count[0]                          1
worst max-delay path            bitIndex[6]        txdone                          4
worst max register to register  bitIndex[6]  bitIndex[12]                          6
worst min-delay path               count[0]      count[0]                          1
per-stage QoR:
step / cells / worst slack, ps / utilization (%) / instance area [sq um]
2_1_floorplan: 767 / 3730 / - / 7920
3_3_place_gp: 976 / 3610 / 54.4 / 8330
3_5_place_dp: 976 / 3610 / 54.4 / 8330
4_1_cts: 1008 / 3140 / 58.2 / 8910
5_1_grt: 1008 / 3010 / 58.2 / 8910
6_report: 1008 / 3220 / 58.2 / 8910
worst max-delay path: cells and delay by family, from the launching register on:
| kind | cells | cell delay, ps |
|---|---|---|
| buffers and inverters | 1 | 530 |
| flip-flops | 1 | 490 |
| AND/OR/NAND/NOR | 3 | 860 |
cells in the final DEF (no fill, tap or decap), types with 23 or more instances in the layout:
cell,n
sky130_fd_sc_hd__dfxtp_1,32
sky130_fd_sc_hd__nand2_1,41
sky130_fd_sc_hd__nor4_1,31
sky130_fd_sc_hd__and2_1,23
sky130_fd_sc_hd__edfxtp_1,120
sky130_fd_sc_hd__nor2_1,142
sky130_fd_sc_hd__nand3_1,48
sky130_fd_sc_hd__xor2_1,73
sky130_fd_sc_hd__nand4_1,44
sky130_fd_sc_hd__xnor2_1,40
Power is estimated from default activity; no workload was simulated.
